==> design.v <==
module regfile (
    input  wire         clk,
    input  wire         we,        
    input  wire  [4:0]  waddr,     
    input  wire [31:0]  wdata,     
    input  wire  [4:0]  raddr1,    
    input  wire  [4:0]  raddr2,    
    output wire [31:0]  rdata1,    
    output wire [31:0]  rdata2     
);
  reg [31:0] regs[31:0];
  always @(posedge clk) begin
    if (we && (waddr != 0)) begin
      regs[waddr] <= wdata;
    end
  end
  assign rdata1 = (raddr1 == 0) ? 32'b0 : regs[raddr1];
  assign rdata2 = (raddr2 == 0) ? 32'b0 : regs[raddr2];
endmodule
==> run.sh <==
#!/bin/bash
# OpenROAD 26Q1-2900-gdf79404cd8, Yosys 0.63+post, stock flow scripts
make -C /OpenROAD-flow-scripts/flow DESIGN_CONFIG=/design/flow/config.mk WORK_HOME=/design/flow/orfs finish
==> config.mk <==
export PLATFORM = sky130hd
export DESIGN_NAME = regfile
export DESIGN_NICKNAME = regfile
export VERILOG_FILES = /design/flow/design.v
export SDC_FILE = /design/flow/constraint.sdc
export NUM_CORES = 4
export LEC_CHECK = 1
export CORE_UTILIZATION = 50
==> constraint.sdc <==
current_design regfile

set clk_period 5.9
set clk_io_pct 0.2

create_clock -name clk0 -period $clk_period [get_ports {clk}]

set non_clock_inputs [all_inputs -no_clocks]
set_input_delay [expr $clk_period * $clk_io_pct] -clock clk0 $non_clock_inputs
set_output_delay [expr $clk_period * $clk_io_pct] -clock clk0 [all_outputs]
==> flow_summary.ini <==
; synthesis and place-and-route metrics
[finish]
seq_area_um2 = 30700
fillers = 6904
largest-register = regs
largest_register_ffs = 1024
comb_area_um2 = 16400
drive_gt1_share_pct = 28.3
top_regs = regs: 1024 flops
final_util_pct = 57.9
area_growth_syn_to_layout_pct = 14.8

[global_routing]
grt_usage_pct = 36.1
met3_usage_pct = 31.4
antenna_found_initial = 3
grt_pass1_vias = 31800
grt_pass1_wl_um = 220000
grt-ovfl-total = 0
grt_max_degree = 83
grt_use_met2_pct = 48.0
grt_use_met1_pct = 45.2
busiest_layer = met2

[final_timing]
setup_viol = 0
period_used_pct = 91.1
worst_slew_pin_slew_ps = 1060
fin_setup_tns_ps = 0
rsz0062_at_grt = no
hold_violations = 0
max_freq_ghz = 0.186
slew_headroom_pct = 28.9
drv_slew = 0
period_needed_ps = 5370

[power]
p_int_uw = 12600
powerDensity_nw_per_um2 = 296
p_sw_share_pct = 22.8
vdd_drop_max_mv = 0.248
clock_power_share_pct = 40.6
leakagePower_uw = 0.0180
switching_power_uw = 3720
seqPwrFrac_pct = 50.1
combinationalPowerShare_pct = 9.3

[synthesis]
synth.top_cells.by_count = 1024 x edfxtp_1, 320 x mux2i_1, 316 x mux4_2
synthTopCellsByArea = edfxtp_1 64%, mux4_2 15%, mux2i_1 6.7%, mux4_1 2.0%, mux2_2 1.5%
top_area_share_pct = 64.2
ys_area_um2 = 47900
synth_seq_share_pct = 64.2
netlist_area_um2 = 47900
synth_flops = 1024
ys_warn_count = 1
async_flop_share_pct = 0
syn_avg_cell_area_um2 = 18.7
largest_area_cell = edfxtp_1
synthDistinctLibCells = 39
most_common_cell = edfxtp_1
synthFlopType = edfxtp_1
edf_count = 1024
synth_cells = 2564
ys_cells = 2564

[placed_design]
place_congestion = 0.908
io_buffer_count = 112
hpwl_um = 90100

[detailed_routing]
diodes = 0
postRouteAntennaNets = 0
drt_pre_antenna_iters = 5
first_iter_violations = 1965
routedWlPerCell_um = 37.1
via_per_inst = 6.86
drc = 0
wl_um = 154000
vias = 28400

[worst_setup_path]
crit_path_start_kind = input port
required_ps = 4720
arrival_ps = 4190
crit_chain = buf_8 -> buf_4 -> mux4_2 -> o2111ai_1 -> a311oi_1 -> clkdlybuf4s50_1
critPathMaxStageDelay_ps = 770
worst-setup-path-type = in2out
path_buffers = 3
endpoint_kind = primary output
path_max_fanout = 64
crit_family = buffers and inverters
crit_path_top_delay_cell = a311oi_1
path_depth = 6

[hold_path]
holdPathStages = 2
worstHoldPathType = in2reg

[job]
warnings = 26
maxCapViolCount = 0

[clock_tree]
root_buffer = clkbuf_16
cts_setup_buffers = 0
h-tree-depth = 3
clk_pin_slew_worst_paths_ps = 60
cts_tree = built
postCtsHoldBufs = 0
cts_buffers = 110
clkSinkCount = 1024
cts_resized = 0
cts_buffer_depth = 3

[floorplan]
fp.dieArea_um2 = 97100
die_height_um = 312
io_pins = 113
rows = 113
initial_core_util_pct = 50.4
die_w_um = 312
core_area_um2 = 95000

[status]
status = complete, no violations
==> final timing paths <==
| check | start | endpoint | slack [ps] |
|---|---|---|---|
| worst max-delay path | raddr1[2] | rdata1[14] | 530 |
| worst min-delay path | wdata[8] | regs[21][8] | 1310 |
==> per-stage QoR <==
| stage | worst slack [ps] | total power, uW | hold WS, ps | cell area (um^2) | instances |
|---|---|---|---|---|---|
| after CTS | 630 | 16400 | 1270 | 55000 | 4134 |
| after detailed placement | 653 | 9810 | 2010 | 51500 | 3935 |
| after global placement | 627 | 9790 | 2010 | 51500 | 3935 |
| after global routing | 361 | 16700 | 1300 | 55000 | 4134 |
| final | 528 | 16300 | 1310 | 55000 | 4134 |
| after floorplan | 2130 | 9120 | 1280 | 48000 | 2595 |
==> cell type report <==
cell class	count	area share, %
clock inverters	70	1.05
well taps	1265	2.88
clock buffers	129	5.21
inverters	2	0.0159
multi-input cells	1354	29.8
flip-flops and latches	1024	55.9
repair buffers	290	5.09
==> layout by cell type (no fill, tap or decap), types with 8 or more instances in the layout <==
cell type	Yosys	routed
edfxtp_1	1024	1024
mux2i_1	320	320
mux4_2	316	316
buf_4	53	152
clkbuf_16	0	112
clkdlybuf4s50_1	0	102
nand2_1	85	85
o221ai_1	64	64
a22oi_1	64	64
mux2_2	64	64
a211oi_1	53	53
o21ai_0	50	50
a221oi_1	38	38
mux4_1	36	36
nor2_4	0	33
a21oi_1	32	32
nand4_1	32	32
nor2b_1	37	32
a311oi_1	32	32
conb_1	1	32
clkinv_2	0	29
buf_12	0	27
clkinv_1	0	19
clkbuf_1	98	17
a221oi_2	16	16
a211oi_2	11	11
o2111ai_1	10	10
clkinvlp_4	0	9
bufinv_16	0	8
==> power groups by stage <==
| stage | Sequential [uW] | Combinational [uW] | Clock [uW] |
|---|---|---|---|
| after CTS | 8160 | 1500 | 6710 |
| after global routing | 8170 | 1600 | 6970 |
| final | 8160 | 1510 | 6620 |
==> cells by family (layout without fill, tap and decap cells) <==
kind of cell | Yosys count | after routing | synth area share, %
AND/OR/NAND/NOR | 212 | 212 | 2.18
AND-OR/OR-AND | 374 | 374 | 6.15
buffers and inverters | 217 | 491 | 2.44
multiplexers | 736 | 736 | 25.0
other | 1 | 32 | 0.00783
flip-flops | 1024 | 1024 | 64.2
==> layer usage <==
metal	up-vias	share of wire (%)
met2	2344	44
met1	14100	31
met5	-	0.23
met3	396	20
met4	24	4.1
li1	11500	-
Power figures rest on the tool's default switching activity, not on a simulated workload.
